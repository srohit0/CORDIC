[./run.sh]
#!/bin/bash
# OpenROAD 26Q1-2900-gdf79404cd8, Yosys 0.63+post, stock flow scripts
make -C /OpenROAD-flow-scripts/flow DESIGN_CONFIG=/design/flow/config.mk WORK_HOME=/design/flow/orfs finish
[./config.mk]
export PLATFORM = sky130hd
export DESIGN_NAME = RCA
export DESIGN_NICKNAME = RCA
export VERILOG_FILES = /design/flow/design.v
export SDC_FILE = /design/flow/constraint.sdc
export NUM_CORES = 4
export LEC_CHECK = 1
export CORE_AREA = 10 10 70 70
export DIE_AREA = 0 0 80 80
[./design.v]
module RCA (S,Cout,A,B,Cin);
    output [15:0] S;
    output Cout;
    input [15:0] A,B;
    input Cin;
assign {Cout,S} = A + B + Cin;
endmodule  
[./constraint.sdc]
current_design RCA

set clk_period 11.8
set clk_io_pct 0.2

create_clock -name clk0 -period $clk_period

set non_clock_inputs [all_inputs -no_clocks]
set_input_delay [expr $clk_period * $clk_io_pct] -clock clk0 $non_clock_inputs
set_output_delay [expr $clk_period * $clk_io_pct] -clock clk0 [all_outputs]
==> reports/qor.log <==
[final_timing] actual transition at the worst max-transition pin 352.8 ps
[setup_path] kind of cell adding the most delay to the critical path AND-OR/OR-AND gates
[global_routing] GRT met1 Usage 0.09808
[final_timing] setup TNS 0 ps
[final_timing] max-slew violation count 0
[route] count of vias placed by the detailed router 829
[pwr] power density cells 58.16 mW/mm2
[global_routing] pin count of the biggest net entering global routing 7
[final_timing] share of the clock period used by the worst path 0.6480
[route] Wirelength per Cell 12.81 um
[final_layout] layout cell share with drive strength beyond 1 0.07914
[cts] number of gates resized after cts 0
[pwr] sw power 26.71 uW
[setup_path] CP max stage delay 490 ps
[setup_path] library cell contributing the largest single delay on the critical path sky130_fd_sc_hd__clkdlybuf4s50_1
[final_timing] Min Clock Period, post-route 7646 ps
[final_timing] final worst-path setup slack 4154 ps
[synthesis] number of warning messages in the yosys log 0
[global_routing] met3 layer usage reported by global route 0.01136
[global_routing] met2 usage 0.1204
[pwr] combinational share of power 1.000
[global_routing] GRT Total Usage 0.07125
[synthesis] cell count in the Yosys report 89
[setup_path] cell chain of the critical path clkdlybuf4s50_1 -> fa_1 -> fa_1 -> a21oi_2 -> o21ai_2 -> a2111oi_2 -> o31ai_1 -> a21oi_1 -> xnor2_1 -> clkdlybuf4s50_1
[synthesis] Yosys cell types 31
[setup_path] worst path required time 9440 ps
[setup_path] Worst Path Max Fanout 2
[pwr] cell internal power dissipation 48.39 uW
[setup_path] type of the worst setup path in -> out
[job] total tool warning count 32
[min_path] Min-Delay Startpoint Cin
[pwr] sum of internal, switching and leakage power 75.10 uW
[route] number of antenna-violating nets in the routed design 0
[floorplan] horizontal die dimension 80 um
[synthesis] average cell area after synthesis 8.238 um2
[min_path] worst hold path depth 3
[route] Remaining DRCs 0
[route] detailed-route wire length 2369 um
[synthesis] post-synthesis cell count 89
[synthesis] Post-synth seq share 0
[final_timing] max frequency 0.1308 GHz
[global_routing] antenna violations before repair 0
[pwr] part of the total power dissipated in the clock network 0
[setup_path] crit path launch type input pin
[route] iteration-0 DRC count of the detailed router 56
[setup_path] number of buffer and inverter stages on the critical path 2
[floorplan] Std-Cell Rows 21
[cts] CTS hold repair buffers 0
[global_routing] via count of the first global-routing pass 854
[final_timing] final count of negative-setup-slack endpoints 0
[pwr] Worst VDD drop 0.00002318 V
[placement] number of I/O port buffers 50
[final_layout] Synth-to-Final Area Change 76.11%
[placement] placed wire-length estimate 2162 um
[floorplan] Pre-Place Util 0.2147
[pwr] switching power as a share of total power 0.3556
[final_layout] clock tree buffer count of the final layout 0
[min_path] class of the most critical hold timing path in -> out
[run_status] run status finished, final reports clean
[pwr] sequential share of power 0
[synthesis] total standard cell area after synthesis 733.2 um2
[setup_path] critical path capture point type output port
[floorplan] Top Ports 50
[synthesis] post-synth area from yosys stat 733.2 um2
[setup_path] data arrival time at the worst-slack endpoint 5290 ps
[placement] standard cell area after detailed placement 0.001291 mm2
[route] antenna diode count 0
[final_timing] setup repair after global routing missed its margin false
[global_routing] wire length of the first global-routing pass 3912 um
[final_timing] Hold Vio Cnt, Final 0
[setup_path] stages on the worst setup path 10
[final_layout] footprint of the flip-flops and latches 0 um2
[cts] Setup Fix Bufs, Post-CTS 0
[final_timing] Max transition margin 0.7623
[floorplan] Chip Area 0.006400 mm2
[global_routing] busiest grt layer met2
[job] max-capacitance violation count 0
[final_layout] post-route design area 0.001291 mm2
[final_layout] flip-flop and latch count 0
[placement] placer's final routability congestion estimate 0.7688
[placement] worst setup slack before clock tree synthesis 4122 ps
[global_routing] Congestion Overflow GR 0
[floorplan] Core ar. 0.003416 mm2
[route] iteration tally of the first detailed-router pass 4
[floorplan] die boundary height 80 um
[pwr] leakage component of the power 0.5263 nW
[route] vias per cell 4.481
[setup_path] launch point of the critical path A[0]
[worst paths after layout]
kind	end	slack (ps)
setup / recovery	S[10]	4150
hold / removal	S[0]	5800
[cell type report]
| class | instances | area (um2) |
|---|---|---|
| timing repair buffer | 50 | 500.5 |
| inverter | 4 | 15.01 |
| fill | 359 | 2125 |
| multi-input combinational | 85 | 718.2 |
| tap | 46 | 57.56 |
[tightest hold or removal path, stage by stage]
cell,delay [ps]
sky130_fd_sc_hd__clkdlybuf4s50_1,470
sky130_fd_sc_hd__fa_1,150
sky130_fd_sc_hd__clkdlybuf4s50_1,450
[synth_stat cells, drive strengths merged (2+ instances only)]
master,count,area [um2]
o31ai,2,20.02
xnor2,9,78.83
ha,15,187.7
nor2,3,11.26
xor2,5,43.79
a21o,5,38.79
fa,2,40.04
o21a,2,15.01
o21ai,7,42.54
nand3,3,15.01
inv,4,15.01
nand2b,2,12.51
nand2,4,15.01
o21bai,3,22.52
a21oi,12,71.32
[per-stage QoR]
| step | std cells | utilization | hold slack, ps |
|---|---|---|---|
| after global placement | 185 | 0.3780 | 5808 |
| after floorplan | 89 | - | 4824 |
| final | 185 | 0.3780 | 5796 |
| after detailed placement | 185 | 0.3780 | 5808 |
| after CTS | 185 | 0.3780 | 5808 |
| after global routing | 185 | 0.3780 | 5812 |
[power groups by stage]
stage,clock network [mW],registers (mW),logic [mW]
final,0,0,0.0751
after global routing,0,0,0.0837
after CTS,0,0,0.0766
[kinds of logic after synthesis]
logic type / Yosys count / share of synthesized area
compound gates: 38 / 0.3908
xor+xnor: 14 / 0.1672
fa+ha+maj: 17 / 0.3106
buf+inv: 4 / 0.02047
simple gates: 16 / 0.1109
[cells in the final DEF, fill, tap and decap left out, types with 2 or more instances in the layout]
cell type,n
sky130_fd_sc_hd__clkdlybuf4s50_1,50
sky130_fd_sc_hd__ha_1,15
sky130_fd_sc_hd__a21oi_1,9
sky130_fd_sc_hd__xnor2_1,9
sky130_fd_sc_hd__xor2_1,5
sky130_fd_sc_hd__inv_1,4
sky130_fd_sc_hd__o21ai_0,4
sky130_fd_sc_hd__nand2_1,4
sky130_fd_sc_hd__a21o_1,4
sky130_fd_sc_hd__nand3_1,3
sky130_fd_sc_hd__a21oi_2,3
sky130_fd_sc_hd__o21bai_1,3
sky130_fd_sc_hd__nor2_1,3
sky130_fd_sc_hd__o21ai_2,2
sky130_fd_sc_hd__o21a_1,2
sky130_fd_sc_hd__nand2b_1,2
sky130_fd_sc_hd__fa_1,2
[layer usage]
metal	up-vias	share of wire
met5	-	0
met4	0	0
met3	0	0.057
met2	18	0.47
met1	375	0.47
li1	436	-
Power and IR drop assume default switching activity.
